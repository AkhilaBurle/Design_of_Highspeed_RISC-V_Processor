### flow/run.sh
#!/bin/bash
# OpenROAD 26Q1-2900-gdf79404cd8, Yosys 0.63+post, stock flow scripts
make -C /OpenROAD-flow-scripts/flow DESIGN_CONFIG=/design/flow/config.mk WORK_HOME=/design/flow/orfs finish
### flow/config.mk
export PLATFORM = sky130hd
export DESIGN_NAME = riscv_single_core
export DESIGN_NICKNAME = riscv_single_core
export VERILOG_FILES = /design/flow/design.v
export SDC_FILE = /design/flow/constraint.sdc
export NUM_CORES = 4
export LEC_CHECK = 1
export CORE_UTILIZATION = 30
### flow/constraint.sdc
current_design riscv_single_core

set clk_period 31.7
set clk_io_pct 0.2

create_clock -name clk0 -period $clk_period [get_ports {clk}]

set non_clock_inputs [all_inputs -no_clocks]
set_input_delay [expr $clk_period * $clk_io_pct] -clock clk0 $non_clock_inputs
set_output_delay [expr $clk_period * $clk_io_pct] -clock clk0 [all_outputs]
### flow/design.v
module Instruction_memory(a, rst, rd);
  input [31:0] a;
  input rst;  
  output reg [31:0] rd;
integer i;
  reg [31:0] mem[31:0];  
  always@(*) begin
  rd<=32'h0;
    if (!rst) begin
      for (i=0; i<32; i=i+1) begin
        mem[i] <= 32'd0;
      end
    end else begin
      case (a)
        32'd0: rd <= 32'h00800113;
        32'd4: rd <= 32'h00400093;
        32'd8: rd <= 32'h002081b3;
        32'd12: rd <= 32'h40208233;
        32'd16: rd <= 32'h022082b3;
        default: rd <= 32'h0;
      endcase
    end
  end
endmodule
module alu(a,b,alucontrol,overflow,carry,negative,zero,result);
  input [31:0]a,b;
  input [2:0]alucontrol;
  output overflow,carry,negative,zero;
  output [31:0]result;
  wire [31:0] a_and_b;
  wire [31:0] a_or_b;
  wire [31:0] not_b;
  wire [31:0] mux1;
  wire [31:0]extend;
  wire [31:0]tempadd;
  wire [31:0]tempmul;
   wire [15:0]tempmul1;
  wire cout;
  assign a_and_b=a&b;
  assign a_or_b=a|b;
  assign not_b=~b;
  assign mux1=(alucontrol[0]==1'b0)?b:not_b;
  assign {cout,tempadd}=a+mux1+alucontrol[0];
assign tempmul= a*b;
  assign extend={31'd0,tempadd[31]};
  assign result=(alucontrol[2:0]==3'b000)?tempadd:
    (alucontrol[2:0]==3'b001)?tempadd:
    (alucontrol[2:0]==3'b010)? a_and_b:
    (alucontrol[2:0]==3'b011)?a_or_b:
    (alucontrol[2:0]==3'd4)?tempmul:
    (alucontrol[2:0]==3'b101)?extend:31'dx;
  assign negative=result[31]; 
  assign zero=&(~result);
  assign overflow=(~(alucontrol[0]^a[31]^b[31]))&(a[31]^tempadd[31])&(~alucontrol[1]);
  assign carry=(~alucontrol[1])&(cout);
endmodule
module alu_decoder(
  input  [6:0]funct7,
  input [2:0] funct3,
  input [1:0] aluop,
  output reg [2:0] alucontrol
);
   always @(*) begin
    if (aluop == 2'b00) begin
      alucontrol <= 3'b000;
    end
    else if (aluop == 2'b01) begin
      alucontrol <= 3'b001;  
    end
    else if (aluop == 2'b10) begin
               if (funct3 == 3'b000) begin
                   if(funct7==7'b0000001)  begin alucontrol<=3'b100;  end  
                   else if(funct7==7'b00000)  begin alucontrol<=3'b000;  end  
                   else if(funct7==7'b0100000)  begin alucontrol<=3'b001;  end  
                   else begin alucontrol<=3'b000; end
                end
                else if (funct3 == 3'b010) begin
                alucontrol <= 3'b101;  
                   end
                else if (funct3 == 3'b110) begin
                 alucontrol <= 3'b011; 
                  end
                else if (funct3 == 3'b111) begin
                 alucontrol <= 3'b010;      
                   end
              else begin
         alucontrol <= 3'b000;
                 end
    end
    else begin   
      alucontrol <= 3'b000;
    end
  end
endmodule
module control_unit_top(op,zero,immsrc,regwrite,alusrc,memwrite,resultsrc,pcsrc,branch,funct3,funct7,alucontrol);
  input [6:0]op,funct7;
    input [2:0]funct3;
  input zero;
    output regwrite,alusrc,memwrite,branch,pcsrc;
  output [1:0]immsrc,resultsrc;
  output [2:0]alucontrol;
  wire [1:0]aluop;
  main_decoder main_decoder1(
    .op(op),
    .zero(zero),
    .pcsrc(pcsrc),
    .resultsrc(resultsrc),
    .memwrite(memwrite),
    .alusrc(alusrc),
    .immsrc(immsrc),
    .branch(branch),
    .regwrite(regwrite),
    .aluop(aluop)
  );
  alu_decoder alu_decoder1(
    .funct7(funct7),
    .funct3(funct3),
    .aluop(aluop),
    .alucontrol(alucontrol)
  );
endmodule
module data_memory(a,wd,clk,rst,we,rd);
  input [31:0]a,wd;
  input clk,rst;
  input we;
  output  [31:0]rd;
  reg[31:0] data_mem[31:0];
  integer i;
  always@(posedge clk)begin
    if(!rst) begin
    for(i=0;i<32;i=i+1) begin  data_mem[i]=32'd0;   end
    end
    else begin
      data_mem[a]<=(we==1'b1)?wd:32'd0;
    end
  end
  assign rd=(we==1'b0)?data_mem[a]:32'd0;
endmodule
module extend(in,Immext,immsrc);
  input [31:7]in;
  input [1:0]immsrc;
  output [31:0]Immext;
  assign Immext = (immsrc == 2'b00) ? {{20{in[31]}}, in[31:20]} :
                  (immsrc == 2'b01) ? {{20{in[31]}}, in[31:25], in[11:7]} :
                  (immsrc == 2'b10) ? {{20{in[31]}}, in[7], in[30:25], in[11:8], 1'b0} :
                  (immsrc == 2'b11) ? {{12{in[31]}}, in[19:12], in[20], in[30:21], 1'b0} : 32'hX;
endmodule
module main_decoder(op,zero,pcsrc,resultsrc,memwrite,alusrc,immsrc,branch,regwrite,aluop);
 input zero;
  input [6:0]op;
  output   pcsrc;
  output reg memwrite,alusrc,regwrite;
  output reg [1:0]resultsrc;
  output reg [1:0]immsrc;  
  output reg [1:0]aluop;
 output reg branch;
  reg jump;
  always@(*)begin
    if(op==7'b0000011) begin  
      regwrite<=1'b1;
      immsrc<=2'b00;
      alusrc<=1'b1;
      memwrite<=1'b0;
      resultsrc<=2'b01;
      branch<=1'b0;
      aluop<=2'b00;
      jump<=1'b0;
    end
    else if(op==7'b0100011)begin  
       regwrite<=1'b0;
      immsrc<=2'b01;
      alusrc<=1'b1;
      memwrite<=1'b1;
      resultsrc<=2'b00;
      branch<=1'b0;
      aluop<=2'b00;
      jump<=1'b0;
    end
    else if(op==7'b0110011)begin  
           regwrite<=1'b1;
      immsrc<=2'b00;
      alusrc<=1'b0;
      memwrite<=1'b0;
      resultsrc<=2'b00;
      branch<=1'b0;
      aluop<=2'b10;
      jump<=1'b0;
    end
    else if(op==7'b1100011)begin   
      regwrite<=1'b0;
      immsrc<=2'b10;
      alusrc<=1'b0;
      memwrite<=1'b0;
      resultsrc<=2'b00;
      branch<=1'b1;
      aluop<=2'b01;
      jump<=1'b0;
    end
    else if(op==7'b0010011) begin  
    regwrite<=1'b1;
      immsrc<=2'b00;
      alusrc<=1'b1;
      memwrite<=1'b0;
      resultsrc<=2'b00;
      branch<=1'b0;
      aluop<=2'b00;
      jump<=1'b0;
     end   
    else if(op==7'b1101111) begin  
    regwrite<=1'b1;
      immsrc<=2'b11;
      alusrc<=1'b1;
      memwrite<=1'b0;
      resultsrc<=2'b10;
      branch<=1'b0;
      aluop<=2'b00;
      jump<=1'b1;
     end   
    else begin
     regwrite<=1'b0;
      immsrc<=2'b00;
      alusrc<=1'b0;
      memwrite<=1'b0;
      resultsrc<=2'b00;
      branch<=1'b0;
      aluop<=2'b00;
      jump<=1'b0;
    end
  end
  assign pcsrc=((zero&branch)|jump);
endmodule
module mux(a,b,s,c);
  input [31:0]a,b;
  input s;
  output [31:0]c;
  assign c=(s==0)?a:b;
endmodule
module mux4(a,b,c,sel,d);
  input [31:0]a,b,c;
  input [1:0]sel;
  output reg [31:0]d;
  always@(*)begin
    case(sel)
      2'b00:d=a;
      2'b01:d=b;
      2'b10:d=c;
      2'b11:d=0;
    endcase
  end
endmodule
module pc_adder(a,b,c);
  input [31:0]a,b;
  output [31:0]c;
assign c=a+b;  
endmodule
module pctarget(input [31:0]PC,ImmExt,
output [31:0]Pctarget1
    );
    assign Pctarget1=PC+ImmExt;
endmodule
module programme_counter(pc_next,rst,clk,pc);
  input [31:0]pc_next;
  input clk,rst;
  output reg [31:0]pc;
  always@(posedge clk)begin
    if(!rst) begin    pc<=32'd0;  end
    else begin      pc<=pc_next;   end
  end
endmodule
module registerfile(a1,a2,a3,we3,clk,rst,rd1,rd2,wd3);
  input [4:0]a1,a2,a3;
  input we3,clk,rst;
  input [31:0]wd3;
  output [31:0]rd1,rd2;
 integer i;
  reg [31:0] registers[31:0];
  always @ (posedge clk)
    begin
        if(!rst) begin 
             for(i=0;i<32;i=i+1) begin  registers[i]=0;  end
         end
      else begin
        if(we3)  registers[a3] <= wd3;
        end
    end
assign rd1 = (!rst) ? 32'd0 : registers[a1];
assign rd2 = (!rst) ? 32'd0 : registers[a2];
endmodule
module riscv_single_core(clk,rst,overflow,carry,negative,branch);
  input clk,rst;
  output  overflow,carry,negative,branch;
  wire [31:0]pctop,rdtop,rd1top,Immexttop,aluresulttop,readdata,pcnext,rd2top,srcb,result,pcplus4,pctar1;
wire [2:0]alucontroltop;
wire regwrite,memwrite,zero,alusrc,pcsrc;
  wire [1:0]immsrc,resultsrc;
  wire [4:0]a1,a2;
  wire [4:0]a3;
  wire [31:7]extendin;
  wire [6:0]op;
  wire [14:12]funct3;
  wire [31:25]funct7;
  assign a1=rdtop[19:15];
  assign a2=rdtop[24:20];
  assign a3=rdtop[11:7];
  assign extendin=rdtop[31:7];
  assign op=rdtop[6:0];
  assign funct3=rdtop[14:12];
  assign funct7=rdtop[31:25];
  programme_counter programme_counter1(
    .pc_next(pcnext),
    .rst(rst),
    .clk(clk),
    .pc(pctop)
  );
   pc_adder pcadder1(
    .a(pctop),
    .b(32'd4),
    .c(pcplus4)
   );
   mux programmcounter_and_pcsrc(
     .a(pcplus4),
    .b(pctar1),
    .s(pcsrc),
    .c(pcnext)
  );
   Instruction_memory Instruction_memory1(
    .a(pctop),
    .rst(rst),
    .rd(rdtop)
  );
  registerfile registerfile1(
    .a1(a1),
    .a2(a2),     
    .a3(a3),
    .we3(regwrite),
    .clk(clk),
    .rst(rst),
    .rd1(rd1top),
    .rd2(rd2top),
    .wd3(result)
  );
  extend extend1(
    .in(extendin),
    .immsrc(immsrc),
    .Immext(Immexttop)
  );
  alu alu1(
    .a(rd1top),
    .b(srcb),
    .alucontrol(alucontroltop),
    .overflow(overflow),
    .carry(carry),
    .negative(negative),
    .zero(zero),
    .result(aluresulttop)
  );
    mux mux_registerfile_to_alu(
    .a(rd2top),
    .b(Immexttop),
    .s(alusrc),
    .c(srcb)
  );
  control_unit_top control_unit_top1(
    .op(op),
    .zero(zero),
    .pcsrc(pcsrc),
    .immsrc(immsrc),
    .regwrite(regwrite),
    .alusrc(alusrc),
    .memwrite(memwrite),
    .resultsrc(resultsrc),
    .branch(branch),
    .funct3(funct3),
    .funct7(funct7),
    .alucontrol(alucontroltop)
  );
  data_memory datamemory1(
    .a(aluresulttop),
    .wd(rd2top),
    .clk(clk),
    .rst(rst),
    .we(memwrite),
    .rd(readdata)
  );
    mux4 mux_datamemory_to_registerfile(
    .a(aluresulttop),
    .b(readdata),
    .c(pcplus4),
    .sel(resultsrc),
    .d(result)
  );
  pctarget pctarget1(
   .PC(pctop),
   .ImmExt(Immexttop),
   .Pctarget1(pctar1)
  );
  endmodule
==> out/qor.csv <==
metric,value,unit
outcome,finished clean,
Worst Skew,13.5,ps
Ys Warns,8,
Final Util,0.328,
Clock Latency Late Sink,440,ps
Setup TNS,0,ps
Final Hold Viols,0,
final wirelength,76.4,mm
CTS sink count,177,
pwr dens,39.2,mW/mm2
Setup crit start kind,primary input,
predominant post-synthesis flop cell,edfxtp_1,
Die X-Extent,292,um
crit path from,rst,
Die Y-Extent,292,um
DP Area,0.0268,mm2
TritonCTS clock tree,yes,
Reg2Reg Depth,27,
Pre-Place Util,0.303,
"Top cell by count, worst path",fa_1,
"Avg Cell Area, Syn",9.15,um2
port bufs,4,
number of enable flip-flop cells,147,
crit path max fanout,40,
maximum vdd drop,0.0000400,V
CP Depth,39,
RSZ-0062 raised after global routing,no,
Synth Cell Area,0.0252,mm2
"Setup violations, final",0,
WL met3,9.04,mm
Crit. End Element,output port,
worst path bufs/invs,10,
worst reg2reg startpoint,programme_counter1.pc[21]$_SDFF_PN0_,
yosys cell count,2758,
Highest Signal Layer,met5,
met2 WL post-DR,33.6,mm
DP HPWL,57.7,mm
and+or+nand+nor area frac,0.175,
CTS Root Cell,clkbuf_16,
worst hold path class,reg2reg,
"XOR-XNOR Cells, Area Fraction",0.0544,
Worst-Margin Slew,859,ps
critical path class,in2out,
Yosys cell types,82,
Clock transition at path regs,60,ps
die area,0.0853,mm2
vias in the first global route,19800,
wl on met1,30.6,mm
"Seq/Total Area, Yosys",0.199,
synthesized flop and latch total,177,
first-pass GRT wire length,119,mm
Num CTS Buffers,17,
hold wc startpoint,programme_counter1.pc[2]$_SDFF_PN0_,
Placer Congestion,0.957,
num rows,106,
vias,18900,
pin count of the biggest net entering global routing,50,
Layout area overhead,8.34,%
RR Endpoint,registerfile1.registers[2][20]$_SDFFCE_PN0P_,
total of max-cap violations,0,
top cells by area,"fa_1, edfxtp_1, ha_1",
critical path arrival,16810,ps
ys async rst share,0,
CTS H-tree depth,4,
tool warning count,28,
Worst Hold End,programme_counter1.pc[2]$_SDFF_PN0_,
adder-cell share of the synthesized area,0.403,
mux share,0.0167,
chip area in the Yosys report,0.0252,mm2
R2R setup slack,21480,ps
post-layout minimum cycle time,23150,ps
Critical Path Max Stage Delay,700,ps
clk buf depth,2,
Yosys top cell by instances,nor2_1,
Ant. Diodes,0,
core area,0.0834,mm2
GRT Util Overall,0.194,
Vias/cell,4.92,
DR pass1 iterations,8,
share of layout cells above drive strength 1,0.0582,
number of post-CTS setup repair buffers,0,
compound-cell area share of the yosys netlist,0.0686,
# IOs,6,
total grt overflow,0,
"area share, top type",0.324,
Post-Layout Inst Area,0.0273,mm2
hold_buf cts,0,
maximum clock rate,43.2,MHz
Leakage,12.2,nW
"Req. time, crit path",25360,ps
antenna-violating nets left,0,
initial antenna violation count,2,
fin crit share,0.730,
synthesized instance count,2758,
"Slowest-stage cell, CP",nand2_1,
Hold Path Depth,1,
most frequent cells after synthesis,"nor2_1, inv_1, fa_1",
Post-CTS Resized,0,
Pins Over Slew Limit,0,
worst rel slew slack,0.422,
Top delay family on crit path,adder cells,
largest area contributor in the netlist,fa_1,
WL per Instance,19.9,um
dominant kind of combinational cell,adder cells,
DR iter-0 viols,1211,
Residual DRC,0,
==> layout make-up <==
type | count | area [um2]
clock buffer | 17 | 425
clock inverter | 15 | 165
fill | 8460 | 56100
inverter | 423 | 1590
multi-input combinational | 2061 | 18200
sequential | 177 | 5010
tap | 1080 | 1350
timing repair buffer | 73 | 558
==> cell usage in the layout, fill, tap and decap left out, types with 6 or more instances in the layout <==
master	synthesis	routed
and3_1	28	27
and2_1	16	16
inv_6	0	6
o22a_1	6	6
a21o_1	26	26
a211oi_1	9	9
o21ai_0	68	68
nand2b_1	29	29
nor2b_1	20	20
fa_1	409	409
a21oi_1	77	76
or2_2	12	12
dfxtp_1	30	30
clkinv_1	8	8
nand3_1	48	48
xnor2_1	103	103
o21bai_1	10	10
mux2i_1	33	33
nand2_1	290	290
mux2_2	6	6
buf_4	3	69
nand4_1	16	16
a21boi_0	13	13
ha_1	158	158
xor2_1	41	41
or3_1	14	14
nor2_1	466	466
nor3_1	30	30
conb_1	1	33
clkbuf_16	0	17
edfxtp_1	147	147
inv_1	412	411
o31ai_1	7	7
==> sequential cells by signal (all words and copies together) (netlist names) <==
signal,cells
registerfile1.registers,147
programme_counter1.pc,30
==> metrics by stage <==
stage	std cells	setup slack (ps)	power, mW	hold WS, ps
after global routing	3846	7890	1.16	497
after global placement	3814	8600	0.865	440
after floorplan	2790	10740	0.687	418
after CTS	3846	8550	1.08	457
final	3846	8550	1.07	458
after detailed placement	3814	8590	0.868	440
==> power by group <==
part	leakage (nW)	total (mW)	internal, mW	switching [mW]
clock network	0.285	0.207	0.106	0.101
logic	10.2	0.590	0.224	0.366
registers	1.75	0.275	0.268	0.00690
total	12.2	1.07	0.597	0.474
==> worst max-delay path by stage <==
stage	to
4_1_cts	negative
6_report	negative
5_1_grt	negative
==> per-layer routing <==
| metal | vias up | track usage |
|---|---|---|
| met5 | - | 0 |
| met3 | 147 | 0.0840 |
| li1 | 8629 | - |
| met1 | 9294 | 0.259 |
| met4 | 4 | 0.0599 |
| met2 | 841 | 0.291 |
==> logic make-up after synthesis <==
| kind of cell | Yosys count |
|---|---|
| other | 1 |
| multiplexers | 41 |
| adder cells (fa/ha/maj) | 567 |
| flip-flops | 177 |
| AND/OR/NAND/NOR | 1000 |
| buffers and inverters | 552 |
| AND-OR/OR-AND | 271 |
| XOR/XNOR | 149 |
Power figures rest on the tool's default switching activity, not on a simulated workload.
